$ cat flow/config.mk
export PLATFORM = sky130hd
export DESIGN_NAME = mdio_master
export DESIGN_NICKNAME = mdio_master
export VERILOG_FILES = /design/flow/design.v
export SDC_FILE = /design/flow/constraint.sdc
export NUM_CORES = 4
export LEC_CHECK = 1
export CORE_UTILIZATION = 30
$ cat flow/constraint.sdc
current_design mdio_master

set clk_period 2.2
set clk_io_pct 0.2

create_clock -name clk0 -period $clk_period [get_ports {clk}]

set non_clock_inputs [all_inputs -no_clocks]
set_input_delay [expr $clk_period * $clk_io_pct] -clock clk0 $non_clock_inputs
set_output_delay [expr $clk_period * $clk_io_pct] -clock clk0 [all_outputs]
$ cat flow/design.v
module mdio_master(
    input wire clk,              
    input wire reset,            
    input wire start,            
    input wire [4:0] phy_addr,   
    input wire [4:0] reg_addr,   
    input wire [15:0] data_in,   
    input    write,            
    output reg [15:0] data_out,  
    output reg ready,            
    output reg mdio,             
    output reg mdc               
);
    localparam IDLE      = 3'b000,
               PREAMBLE  = 3'b001,
               START     = 3'b010,
               OPCODE    = 3'b011,
               ADDR      = 3'b100,
               TURNAROUND= 3'b101,
               READ      = 3'b110,
               WRITE     = 3'b111;
    reg [2:0] state, next_state;
    reg [4:0] bit_cnt;
    reg [31:0] shift_reg;
    reg [4:0] clk_div;
    always @(posedge clk or posedge reset) begin
        if (reset)
            clk_div <= 5'd0;
        else
            clk_div <= clk_div + 5'd1;
    end
    always @(posedge clk) begin
        if (clk_div == 5'd15)   
            mdc <= ~mdc;
    end
    always @(posedge mdc or posedge reset) begin
        if (reset) begin
            shift_reg <= 32'hFFFFFFFF;
            bit_cnt <= 5'd0;
            state <= IDLE;
        end else begin
            state <= next_state;
            case (state)
                IDLE: begin
                    ready <= 1;
                    if (start) begin
                        ready <= 0;
                        shift_reg <= {32{1'b1}};   
                        bit_cnt <= 5'd31;
                        next_state <= PREAMBLE;
                    end
                end
                PREAMBLE: begin
                    if (bit_cnt == 5'd0) begin
                        shift_reg <= {2'b01, 2'b10, phy_addr, reg_addr, 16'b0};  
                        bit_cnt <= 5'd17;
                        next_state <= START;
                    end else begin
                        shift_reg <= {shift_reg[30:0], 1'b1};
                        bit_cnt <= bit_cnt - 5'd1;
                    end
                end
                START: begin
                    if (bit_cnt == 5'd0) begin
                        if (write) begin
                            shift_reg <= {16'b0, data_in};  
                            bit_cnt <= 5'd15;
                            next_state <= WRITE;
                        end else begin
                            shift_reg <= {32{1'bZ}};  
                            bit_cnt <= 5'd1;
                            next_state <= TURNAROUND;
                        end
                    end else begin
                        shift_reg <= {shift_reg[30:0], 1'b0};
                        bit_cnt <= bit_cnt - 5'd1;
                    end
                end
                TURNAROUND: begin
                    if (bit_cnt == 5'd0) begin
                        if (!write) begin
                            bit_cnt <= 5'd15;
                            next_state <= READ;
                        end
                    end else begin
                        bit_cnt <= bit_cnt - 5'd1;
                    end
                end
                READ: begin
                    if (bit_cnt == 5'd0) begin
                        data_out <= shift_reg[15:0];
                        next_state <= IDLE;
                        ready <= 1;
                    end else begin
                        shift_reg <= {shift_reg[30:0], mdio};  
                        bit_cnt <= bit_cnt - 5'd1;
                    end
                end
                WRITE: begin
                    if (bit_cnt == 5'd0) begin
                        next_state <= IDLE;
                        ready <= 1;
                    end else begin
                        shift_reg <= {shift_reg[30:0], 1'b0};
                        bit_cnt <= bit_cnt - 5'd1;
                    end
                end
            endcase
        end
    end
    always @(posedge clk) begin
        if (state == WRITE || state == PREAMBLE || state == START) begin
            mdio <= shift_reg[31];
        end else begin
            mdio <= 1'bZ;  
        end
    end
endmodule
$ cat flow/run.sh
#!/bin/bash
# OpenROAD 26Q1-2900-gdf79404cd8, Yosys 0.63+post, stock flow scripts
make -C /OpenROAD-flow-scripts/flow DESIGN_CONFIG=/design/flow/config.mk WORK_HOME=/design/flow/orfs finish
==> ci_impl_report.md <==
### Flow metrics

| Metric | Value |
|---|---|
| Yosys warnings | 3 |
| Vias/cell | 5.312 |
| Via count | 2523 |
| Total of max-cap violations | 0 |
| Final setup vio count | 0 |
| Overall routing resource usage | 0.1366 |
| Clock latency on the worst-skew pair | 230 ps |
| Worst-margin pin slew | 919.8 ps |
| Ao+oa area frac | 0.2517 |
| Core area | 10420 sq um |
| Remaining antenna violation count after routing | 0 |
| GPL Wtd Cong | 0.8208 |
| Clock Path Buffers | 2 |
| Comb area leader | AND-OR/OR-AND gates |
| WHS Endpoint | clk_div[0] |
| Site row count | 37 |
| Sw Ratio | 0.2184 |
| First-pass GRT wire length | 12.05 mm |
| Die area | 11270 sq um |
| RSZ-0062 raised after global routing | no |
| CP Data Required Time | 1760 ps |
| Seq pwr share | 0.342 |
| Final Hold Slack | 462.0 ps |
| Vias in the first global route | 2359 |
| Die Wd | 106.2 um |
| Highest clock rate | 685.2 MHz |
| Post_cts resized | 0 |
| Worst Skew | 4.079 ps |
| CTS tree | done |
| R2R Setup Slk | 960 ps |
| Register pins left without a clock | 60 |
| Library cells used by synthesis | 51 |
| Top area cell types | dfstp_2 26%, edfxtp_1 19%, dfrtp_1 10% |
| FFs w/ async S/R, synth | 0.6716 |
| Antenna Cells | 0 |
| Max FFs per register | 32 |
| Max transition margin | 0.3868 |
| Area leader share | 0.2583 |
| Synthesized cell area | 3256 sq um |
| Leakage | 1.411 nW |
| TNS Setup | 0 ps |
| 1st-iter DRT viols | 168 |
| Final WL | 7.130 mm |
| CP bufs+invs | 1 |
| Switching power | 0.00008709 W |
| Port buffer count | 48 |
| Synth area leader | dfstp_2 |
| Post-DP HPWL | 4.723 mm |
| Slew Viols, Final | 0 |
| Max IR drop VDD | 146.0 uV |
| Area fraction in mux cells | 0 |
| Final core utilization | 0.3763 |
| Slowest stage delay, CP | 460 ps |
| Flip-flops with a built-in enable | 21 |
| Gate Count Post-Synth | 305 |
| Tool warnings | 25 |
| Hold path depth | 1 |
| Avg WL per Cell | 15.01 um |
| Worst EP arrival | 1020 ps |
| Worst-path fanout max | 2 |
| Die height | 106.2 um |
| Io pins | 49 |
| Delay-heaviest family, CP | buffers and inverters |
| First-pass DRT Iterations | 5 |
| Share of total power in combinational logic | 0.203 |
| Worst setup SP type | register |
| CTS root buf | clkbuf_8 |
| WS Path Type | register to primary output |
| # DRC | 0 |
| Internal | 0.0003117 W |
| P&R area growth vs syn | 20.41% |
| Largest net degree at the start of global routing | 62 |
| Pwr/cell area | 101.7 nW/um^2 |
| Ys flops | 67 |
| Register share after synthesis | 0.5580 |
| Worst r2r src | clk_div[0] |
| Gr ovfl total | 0 |
| Simple share | 0.1280 |
| Clock share of power | 0.456 |
| Initial Util | 0.3126 |
| Ys cells | 305 |
| Cells along the critical path | clkdlybuf4s50_1 |
| Status | completed |
| Layout cells sized above 1 | 0.1947 |
| Inserted Clock Buffers | 3 |
| Setup Fix Bufs, Post-CTS | 0 |
| Hold Vio Cnt, Final | 0 |
| YS chip area | 3256 sq um |
| H-tree depth | 1 |
| Antenna violations before repair | 0 |
| Period utilization | 0.6634 |
| Xor+xnor area frac | 0.005380 |
| Reg2reg path depth | 3 |
| Slowest CP cell | clkdlybuf4s50_1 |
| Post-layout min period | 1459 ps |
| Hold Crit Start | clk_div[0] |
| Clock transition at path regs | 40 ps |
| Ys flop type | dfstp_2 |
| Worst setup EP type | primary output |
| FF-to-FF End | mdc |
| Number of unconstrained endpoints | 98 |
| CTS Hold Bufs | 0 |
| Commonest cells post-synth | 32 x a21oi_1, 32 x dfstp_2, 24 x nor2_1 |
| Adder-Cell Fraction of Synth Area | 0.01153 |
| Mean Syn Cell Area | 10.67 sq um |
| HP Class | register to register |
## layout by cell type (no fill, tap or decap), types with 3 or more instances in the layout
| master | netlist | routed |
|---|---|---|
| o221a_2 | 16 | 16 |
| nor2_1 | 24 | 24 |
| a21o_1 | 7 | 7 |
| nand2_1 | 11 | 11 |
| clkbuf_8 | 0 | 3 |
| nand2b_1 | 4 | 4 |
| o21ai_0 | 21 | 21 |
| nor3_1 | 23 | 23 |
| and3_1 | 4 | 4 |
| a221oi_1 | 8 | 8 |
| nand3_1 | 4 | 4 |
| a21oi_1 | 32 | 32 |
| inv_1 | 9 | 9 |
| edfxtp_1 | 21 | 21 |
| buf_4 | 0 | 7 |
| dfrtp_1 | 13 | 13 |
| clkdlybuf4s50_1 | 0 | 48 |
| ha_1 | 3 | 3 |
| dfstp_2 | 32 | 32 |
| o22ai_1 | 11 | 11 |
| a2111oi_0 | 3 | 3 |
## per-stage QoR
stage / power (W) / cell area, sq um / setup slack [ps] / cells
finish: 0.0003987 / 3920 / 740.6 / 475
detailed placement: 0.0002211 / 3875 / 961.4 / 471
global route: 0.0004231 / 3920 / 696.3 / 475
CTS: 0.0004074 / 3920 / 720.4 / 475
global placement: 0.0002206 / 3875 / 961.5 / 471
floorplan: 0.0001547 / 3256 / 753.5 / 305
## layout make-up
| cell class | count | area (sq um) |
|---|---|---|
| multi-input cells | 203 | 1318 |
| repair buffers | 55 | 533.0 |
| flip-flops and latches | 67 | 1817 |
| inverters | 10 | 37.54 |
| clock buffers | 4 | 45.04 |
| well taps | 136 | 170.2 |
| fillers | 1009 | 6496 |
## worst reg2reg max path, delay by kind of cell (launching register included)
kind	cells	cell delay [ps]
AND/OR/NAND/NOR	1	190
flip-flops	1	400
adder cells (fa/ha/maj)	2	410
## power by group through the flow
stage / clock network [W] / registers (W) / logic (W)
after CTS: 0.000188 / 0.000136 / 0.0000835
after global routing: 0.000198 / 0.000136 / 0.0000890
final: 0.000182 / 0.000136 / 0.0000808
## how the worst max path moves through the flow
stage / start / endpoint / slack, ps / depth (start not counted)
global route: mdc / mdc / 700 / 1
CTS: mdc / mdc / 720 / 1
finish: mdc / mdc / 740 / 1
## cell families (layout without fill, tap and decap cells)
logic type	Yosys count	after routing
simple gates	82	82
xor+xnor	2	2
flops	67	67
fa+ha+maj	3	3
compound gates	116	116
buf+inv	35	69
## layer usage
layer,GRT usage,routed length (um),up-vias
met5,0,0,-
met4,0.001984,0,0
met3,0.02814,346,0
met2,0.2013,3275,71
met1,0.2277,3509,1217
li1,-,-,1235
Power and IR drop assume default switching activity.
